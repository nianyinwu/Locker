==> ./config.mk <==
export PLATFORM = sky130hd
export DESIGN_NAME = lab7
export DESIGN_NICKNAME = lab7
export VERILOG_FILES = /design/flow/design.v
export SDC_FILE = /design/flow/constraint.sdc
export NUM_CORES = 4
export LEC_CHECK = 1
export CORE_UTILIZATION = 50
==> ./constraint.sdc <==
current_design lab7

set clk_period 5.4
set clk_io_pct 0.2

create_clock -name clk0 -period $clk_period [get_ports {CLOCK_50}]
create_clock -name clk1 -period $clk_period [get_ports {KEY}]

set non_clock_inputs [all_inputs -no_clocks]
set_input_delay [expr $clk_period * $clk_io_pct] -clock clk0 $non_clock_inputs
set_output_delay [expr $clk_period * $clk_io_pct] -clock clk0 [all_outputs]
==> ./design.v <==
module div_clk(clk, rst, clk_1hz);
input rst;
input clk;
output reg	clk_1hz;
integer counter;
always@(posedge clk or negedge rst)
begin  
	if (!rst)	clk_1hz <= 0;
	else if(counter >= 25000000)
		clk_1hz <= ~clk_1hz;
end
always@(posedge clk or negedge rst)
begin  
	if(!rst) counter <= 0;
	else if(counter >= 25000000)
		counter <= 0;
	else
		counter <= counter + 1;
end
endmodule 
module lab7(	input  CLOCK_50,
				input  [1:0]KEY,
				input  [9:0]SW,
				output [9:0]LEDR,
				output [7:0]HEX0,
				output [7:0]HEX1,
				output [7:0]HEX2,
				output [7:0]HEX3,
				output [7:0]HEX4,
				output [7:0]HEX5);
	wire	press;
	wire	rst;
	wire [8:0]bright;
	reg  [3:0]state;
	reg  [3:0]nstate;
	reg  [3:0]counter;
	reg  [4:0]num[0:5];
	reg  [3:0]light;
	assign bright = SW[9:1];  
	assign clk = CLOCK_50;
	assign {rst, press} = KEY;
	always@(posedge clk_1hz or negedge rst)
	begin
		if(!rst)		state <= 0;
		else 			state <= nstate;
	end
	always@(negedge press or negedge rst)
	begin
		if(!rst)		nstate <= 0;
		else
		begin
			case(state)
				4'h0: nstate <= (SW[0]) ? 4'h1 : 4'h0;
				4'h1: nstate <= (SW[0]) ? 4'h1 : 4'h2;
				4'h2: nstate <= (SW[0]) ? 4'h3 : 4'h0;
				4'h3: nstate <= (SW[0]) ? 4'h1 : 4'h4;
				4'h4: nstate <= (SW[0]) ? 4'h5 : 4'h0;
				4'h5: nstate <= (SW[0]) ? 4'h1 : 4'h6;
				4'h6: nstate <= (SW[0]) ? 4'h5 : 4'h7;
				4'h7: nstate <= (SW[0]) ? 4'h1 : 4'h0;
				default: nstate <= nstate;
			endcase
		end
	end
	always@(posedge clk)
	begin  
		if(SW[9]) light<=1;
		else if( SW[8]) light<=2;
		else if( SW[7]) light<=3;
		else if( SW[6]) light<=4;
		else if( SW[5]) light<=5;
		else if( SW[4]) light<=6;
		else if( SW[3]) light<=7;
		else if( SW[2]) light<=8;
		else if( SW[1]) light<=9;
		else light<=10;
	end
	always@(posedge clk or negedge rst)
	begin  
		if(!rst) counter <= 0;
		else if(counter == 9 )
			counter <= 0;
		else
			counter <= counter + 1;
	end
	always@(posedge clk or negedge rst)
	begin  
		if(!rst)
		begin
			num[0] <= 0;
			num[1] <= 10;
			num[2] <= 10;
			num[3] <= 10;
			num[4] <= 10;
			num[5] <= 10;
		end
		else if( counter < light )
		begin
			if( state == 4'd7 )
			begin 
				num[0] <= 4'd7;
				num[2] <= 15;  
				num[3] <= 14;  
				num[4] <= 13;  
				num[5] <= 12;  
			end
			else
			begin
				num[0]<=state;
				num[1] <= 10;
				num[2] <= 10;
				num[3] <= 10;
				num[4] <= 10;
				num[5] <= 10;
			end
		end
		else
		begin
			num[0]<=10;
			num[1] <= 10;
			num[2] <= 10;
			num[3] <= 10;
			num[4] <= 10;
			num[5] <= 10;
		end
	end
	div_clk		xc0(.clk(clk), .rst(rst), .clk_1hz(clk_1hz));
	seven_seg 	xs0(.clk(clk), .seg_number(num[0]), .seg_data(HEX0)); 
	seven_seg 	xs1(.clk(clk), .seg_number(num[1]), .seg_data(HEX1));
	seven_seg 	xs2(.clk(clk), .seg_number(num[2]), .seg_data(HEX2)); 
	seven_seg 	xs3(.clk(clk), .seg_number(num[3]), .seg_data(HEX3)); 
	seven_seg 	xs4(.clk(clk), .seg_number(num[4]), .seg_data(HEX4)); 
	seven_seg 	xs5(.clk(clk), .seg_number(num[5]), .seg_data(HEX5)); 
endmodule
module seven_seg(clk, seg_number, seg_data);
input  clk;
input  [3:0]seg_number;
output reg [7:0]seg_data;
always@(posedge clk) 
begin  
	case(seg_number)
		4'd0:seg_data <= 8'b1100_0000;	 
		4'd1:seg_data <= 8'b1111_1001;	 
		4'd2:seg_data <= 8'b1010_0100;	 
		4'd3:seg_data <= 8'b1011_0000;	 
		4'd4:seg_data <= 8'b1001_1001;	 
		4'd5:seg_data <= 8'b1001_0010;	 
		4'd6:seg_data <= 8'b1000_0010;	 
		4'd7:seg_data <= 8'b1101_1000;	 
		4'd8:seg_data <= 8'b1000_0000;	 
		4'd9:seg_data <= 8'b1001_0000;	 
		4'd10:seg_data <= 8'b1111_1111; 
		4'd12:seg_data <= 8'b1010_0011;  
		4'd13:seg_data <= 8'b1000_1100;  
		4'd14:seg_data <= 8'b1000_0110;  
		4'd15:seg_data <= 8'b1010_1011;  
		default: seg_data <= seg_data;
	endcase
end
endmodule 
==> ./run.sh <==
#!/bin/bash
# OpenROAD 26Q1-2900-gdf79404cd8, Yosys 0.63+post, stock flow scripts
make -C /OpenROAD-flow-scripts/flow DESIGN_CONFIG=/design/flow/config.mk WORK_HOME=/design/flow/orfs finish
==> impl_metrics.ini <==
; synthesis and place-and-route metrics
[global_routing]
grt.total_usage_pct = 17.58
grt_antenna_before_repair = 0
grt_pass1_wl_um = 9804
grt_pass1_vias = 2301
pin_count_of_the_biggest_net_entering_global_routing = 20
grt_total_ovfl = 0

[synthesis]
synth-edff-count = 12
synth-seq-area-share_pct = 48.11
synth_async_sr_flop_share_pct = 74.24
postSynthAreaPerCell_um2 = 10.08
synth.distinct_cells = 48
synth.yosys.chip_area_um2 = 3508
synth_largest_type_area_fraction_pct = 32.10
mappedNetlistArea_um2 = 3508
ys_cells = 348
synthCells = 348
yosys_warnings = 19
post_synth_main_area_contributors = sky130_fd_sc_hd__dfrtp_1 (32%), sky130_fd_sc_hd__edfxtp_1 (10%), sky130_fd_sc_hd__buf_4 (9.6%)
synth_area_leader_cell = sky130_fd_sc_hd__dfrtp_1
postSynthRegisterBits = 66
synth-main-ff-cell = sky130_fd_sc_hd__dfrtp_1

[worst_setup_path]
critPathKind = primary input to flop
slowest_delay_ps = 540
crit_slowest_cell = sky130_fd_sc_hd__clkdlybuf4s50_1
critPathLaunchType = primary input
critPathArrivalTime_ps = 1820
path_cells = clkdlybuf4s50_1, nor2_1, nand2_1, o21ai_0
critical_path_rt_ps = 2760
critical_path.max_fanout = 5
setup.worst_path.end_class = flop

[clocking]
worst_setup_hold_path_clk_slew_ps = 70
post_cts.resized_instances = 0
tritoncts = built
cts.hold.buffers_added = 0
post_cts_buffers = 0

[placement]
finalWeightedCongestion = 0.8254
detailed_place_hpwl_um = 3862
port-buffer-count = 39

[power_and_ir_drop]
pwr-share-clk_pct = 58.0
netSwitchingPower_mw = 0.3336
power.leakage_nw = 1.856
power.share.switching_pct = 26.94
largest_voltage_drop_on_the_vdd_net_mv = 0.1940
power.density_nw_per_um2 = 302.8
cellInternalPower_mw = 0.9046
comb_power_share_pct = 2.5
finalPower_mw = 1.238
part_of_the_total_power_dissipated_in_sequential_elements_pct = 39.5

[flow_run]
cap_viol_max_count = 0
log.warning_count = 84

[floorplanning]
die_width_um = 85.77
fp.coreArea_um2 = 6794
die-height_um = 85.77
fp.dieArea_um2 = 7356
ioPinCount = 71
fp-row-count = 30
initCoreUtil_pct = 51.64

[route]
num_vias = 2395
detail_route.iter0.violations = 97
drcViolationCount = 0
ant_nets = 0
detailed_route_wire_length_per_cell_um = 11.87
route.antenna.diode_count = 0
drt_first_pass_iters = 4
via_per_inst = 4.928
routed_wirelength_um = 5767

[status]
status = finished, violations left
violations = negative hold slack

[sta]
slew_headroom_pct = 58.45
sum_of_negative_setup_slack_ps = 0
unconstrained_endpoints = 3
timing_worst_slew_pin_value_ps = 623.3
finalSetupViolations = 0
hold_ws_ps = -393.4
hold_viol_final = 43
slew_violations = 0
grt_setup_unrepaired = no
final.setup_skew_ps = 7.551
unclocked_pins = 3

[hold_path]
hold_path_class = clock port to asynchronous set/reset pin

[layout]
most-common-layout-cells = sky130_fd_sc_hd__dfrtp_1 (45), sky130_fd_sc_hd__nor2_1 (39), sky130_fd_sc_hd__clkdlybuf4s50_1 (39), sky130_fd_sc_hd__conb_1 (29), sky130_fd_sc_hd__xor2_1 (21)
filler_cell_count = 553
final_layout_size_suffix_gt1_share_pct = 9.744
area_growth_pct = 16.55
layout.cells.most_common = sky130_fd_sc_hd__dfrtp_1
[per-layer routing]
metal / vias to the layer above / wire length, µm / global-route usage [%] / share of wire, %
li1: 1178 / - / - / -
met1: 1119 / 2736 / 24.75 / 47
met2: 80 / 2504 / 23.35 / 43
met3: 18 / 375 / 8.887 / 6.5
met4: 0 / 150 / 8.636 / 2.6
met5: - / 0 / 0 / 0
[Yosys cell counts (6+ instances only)]
cell,n
sky130_fd_sc_hd__nor3_1,6
sky130_fd_sc_hd__dfrtp_1,45
sky130_fd_sc_hd__nand4_1,14
sky130_fd_sc_hd__o21ai_0,8
sky130_fd_sc_hd__xor2_1,21
sky130_fd_sc_hd__ha_1,10
sky130_fd_sc_hd__buf_4,45
sky130_fd_sc_hd__nor2_1,39
sky130_fd_sc_hd__edfxtp_1,12
sky130_fd_sc_hd__nand2_1,16
sky130_fd_sc_hd__nand3_1,14
sky130_fd_sc_hd__inv_1,17
sky130_fd_sc_hd__a21oi_1,9
sky130_fd_sc_hd__xnor2_1,11
sky130_fd_sc_hd__and3_1,6
[power by group through the flow]
stage	clock (mW)	sequential [mW]	combinational (mW)
6_report	0.719	0.489	0.0307
5_1_grt	0.842	0.489	0.0350
4_1_cts	0.799	0.489	0.0310
[sequential cells by signal, indices dropped and copies added, names as in the netlist]
signal,count
xs3.seg_data,1
state,3
light,4
nstate,3
counter,4
xs0.seg_data,7
xs5.seg_data,5
xc0.clk_1hz,1
num,6
xc0.counter,32
[critical path: cells and delay by family]
kind	cells	cell delay [ps]
AOI/OAI and AO/OA	1	70
buffers and inverters	1	540
and+or+nand+nor	2	130
[cell type report]
| class | count | area, µm² | area share [%] |
|---|---|---|---|
| flip-flops and latches | 66 | 1688 | 41.28 |
| clock inverters | 9 | 110.1 | 2.693 |
| well taps | 96 | 120.1 | 2.938 |
| repair buffers | 40 | 397.9 | 9.731 |
| inverters | 17 | 63.81 | 1.561 |
| multi-input cells | 239 | 1468 | 35.89 |
| clock buffers | 19 | 241.5 | 5.906 |
[final timing paths]
check / startpoint / slack [ps] / cells after the start / to
worst min-delay path: KEY[1] / -390 / 2 / xc0.counter[22]
min in group clk1: SW[0] / 4140 / 2 / nstate[1]
max in group clk0: xs3.seg_data[5] / 3040 / 1 / HEX3[3]
worst min register to register: xc0.counter[0] / 510 / 1 / xc0.counter[0]
worst max-delay path: SW[0] / 940 / 4 / nstate[2]
min in group clk0: xc0.counter[0] / 510 / 1 / xc0.counter[0]
max in group asynchronous: KEY[1] / 2930 / 2 / nstate[0]
worst max register to register: xc0.counter[20] / 3140 / 6 / xc0.counter[1]
[stage by stage]
step,instances,instance area (µm²),util [%],setup WS [ps]
after floorplan,375,3610,-,1262
after global placement,458,3737,55.01,730.8
after detailed placement,458,3737,55.01,718.9
after CTS,486,4089,60.18,959.0
after global routing,486,4089,60.18,882.1
final,486,4089,60.18,939.4
[kinds of logic after synthesis]
family / synth area share (%)
mux: 1.213
compound gates: 6.705
simple gates: 19.26
fa+ha+maj: 3.566
xor+xnor: 7.989
flops: 48.11
buf+inv: 12.95
other cells: 0.2141
Power figures rest on the tool's default switching activity, not on a simulated workload.
